==> flow/design.v <==
`timescale 1ns / 1ps
module PC(CLK,RST,PCin);
input CLK,RST;
output reg[31:0] PCin;
always @(posedge  CLK)
begin
if(RST) PCin <=0;
else
PCin <= PCin+1'b1;
end
endmodule
==> flow/run.sh <==
#!/bin/bash
# OpenROAD 26Q1-2900-gdf79404cd8, Yosys 0.63+post, stock flow scripts
make -C /OpenROAD-flow-scripts/flow DESIGN_CONFIG=/design/flow/config.mk WORK_HOME=/design/flow/orfs finish
==> flow/config.mk <==
export PLATFORM = sky130hd
export DESIGN_NAME = PC
export DESIGN_NICKNAME = PC
export VERILOG_FILES = /design/flow/design.v
export SDC_FILE = /design/flow/constraint.sdc
export NUM_CORES = 4
export LEC_CHECK = 1
export CORE_UTILIZATION = 30
==> flow/constraint.sdc <==
current_design PC

set clk_period 4.9
set clk_io_pct 0.2

create_clock -name clk0 -period $clk_period [get_ports {CLK}]

set non_clock_inputs [all_inputs -no_clocks]
set_input_delay [expr $clk_period * $clk_io_pct] -clock clk0 $non_clock_inputs
set_output_delay [expr $clk_period * $clk_io_pct] -clock clk0 [all_outputs]
==> results_tabular.tex <==
% Implementation results table
\begin{tabular}{lr}
\hline
Metric & Value \\
\hline
\multicolumn{2}{l}{\textbf{Yosys}} \\
Synth Area per Inst & 8.78 um2 \\
Cell variety after synth & 29 \\
Netlist Area Pre-Place & 1480 um2 \\
Yosys synthesis warning count & 1 \\
Register share after synthesis & 43.4\% \\
Top cells, area & sky130\_fd\_sc\_hd\_\_dfxtp\_1, sky130\_fd\_sc\_hd\_\_or4\_1, sky130\_fd\_sc\_hd\_\_a21oi\_1 \\
Number of standard cells reported by yosys & 168 \\
Area share of the largest cell type after synthesis & 43.4\% \\
Ys flops & 32 \\
Cell taking the most area after synthesis & sky130\_fd\_sc\_hd\_\_dfxtp\_1 \\
Yosys-reported design area after synthesis & 1480 um2 \\
Gate count of the mapped netlist & 168 \\
\multicolumn{2}{l}{\textbf{Clock tree}} \\
Clock tree from TritonCTS & built \\
Post-CTS Hold Fix Bufs & 0 \\
Maximum buffer depth of the clock tree & 2 \\
Buffers inserted by post-CTS timing repair & 0 \\
Resize count post-CTS & 0 \\
Clk ins delay skew pair & 0.28 ns \\
Root buffer cell & sky130\_fd\_sc\_hd\_\_clkbuf\_8 \\
Sinks on Clock Net & 32 \\
Max H-tree Level & 2 \\
Clock buffer count from CTS & 5 \\
Post-CTS clock slew at the launch and capture registers of the worst setup and hold paths & 0.06 ns \\
\multicolumn{2}{l}{\textbf{Setup path}} \\
Critical-path top delay cell & sky130\_fd\_sc\_hd\_\_or4\_1 \\
Crit Path Category & flop to flop \\
Highest cell delay on the worst timing path & 0.78 ns \\
Largest delay share family, worst path & simple AND/OR/NAND/NOR gates \\
Worst endpoint required time & 5.07 ns \\
Critical path data arrival time & 2.44 ns \\
CP Cell Sequence & nand3\_2 -> or4\_1 -> nor4\_1 -> mux2\_2 \\
Maximum fanout along the worst path & 19 \\
Critical path buffer and inverter count & 0 \\
Type of origin of the critical path & flop \\
Critical Path End Type & flop \\
\multicolumn{2}{l}{\textbf{GRT}} \\
Vias in the first global route & 1136 \\
Initial antenna violation count & 0 \\
Largest net degree at the start of global routing & 37 \\
First-pass GRT wire length & 5280 um \\
Global routing usage summed across all routing layers & 12.7\% \\
Global-route congestion overflow total & 0 \\
\multicolumn{2}{l}{\textbf{Pwr}} \\
Peak VDD IR & 0.0996 mV \\
Static Leakage & 0.573 nW \\
Power Density & 250 nW/um2 \\
\multicolumn{2}{l}{\textbf{Final timing}} \\
Share of the clock period used by the worst path after layout & 46.3\% \\
Slew at the pin closest to its max-slew limit & 0.562 ns \\
Final hold violations & 0 \\
Maximum achievable frequency & 441 MHz \\
Setup Viol. Count Final & 0 \\
Max-slew violation total from the final report & 0 \\
Total negative slack for setup checks & 0 ns \\
Time the worst path needs with I/O delays and setup & 2.27 ns \\
Worst-case headroom to the max-slew limit & 62.5\% \\
Unrepaired setup endpoints after global routing & false \\
Worst-case clock skew & 0.00347 ns \\
Setup slack of the critical path after layout & 2.63 ns \\
\multicolumn{2}{l}{\textbf{Drt}} \\
Number of nets still failing antenna checks after routing & 0 \\
DR vias & 1324 \\
Initial detailed-routing violation count & 26 \\
Number of vias per cell after detailed routing & 4.94 \\
Per-cell routed wire length & 11.9 um \\
Antenna fix cells & 0 \\
Final Routed Wirelength & 3200 um \\
DRC violations left & 0 \\
DRT Pass-1 Iters & 4 \\
\multicolumn{2}{l}{\textbf{Floorplanning}} \\
Chip footprint & 5200 um2 \\
Vertical extent of the die & 72.1 um \\
X dimension of the die & 72.1 um \\
Starting density of the core & 31.2\% \\
Number of placement rows & 25 \\
Floorplan core area & 4720 um2 \\
IO Count & 34 \\
\multicolumn{2}{l}{\textbf{Final layout}} \\
Top flop regs & PCin x32 \\
Largest Register & PCin \\
Fill cells & 471 \\
Leading cell type in the layout, fill and taps excluded & sky130\_fd\_sc\_hd\_\_clkdlybuf4s50\_1 \\
Fraction of final layout cells with drive strength greater than 1 & 6.47\% \\
Layout-stage area growth over the synthesis result & 31.1\% \\
Multi-input combinational cell area & 763 um2 \\
Footprint of the flip-flops and latches & 641 um2 \\
Max FFs per register & 32 \\
Top library cells by usage in the layout, fill and taps aside & sky130\_fd\_sc\_hd\_\_clkdlybuf4s50\_1, sky130\_fd\_sc\_hd\_\_dfxtp\_1, sky130\_fd\_sc\_hd\_\_a21oi\_1 \\
\multicolumn{2}{l}{\textbf{Outcome}} \\
Outcome & completed \\
\multicolumn{2}{l}{\textbf{Placement}} \\
Total of buffers placed on input and output ports & 33 \\
Pre-CTS setup slack & 2.64 ns \\
Weighted congestion at the end of routability-driven global placement & 0.796 \\
Final HPWL DP & 2040 um \\
\multicolumn{2}{l}{\textbf{Run}} \\
Tool Warnings & 25 \\
Max cap viols & 0 \\
\multicolumn{2}{l}{\textbf{Min path}} \\
Worst Hold Class & flop to flop \\
\hline
\end{tabular}
-- power by group --
| part | internal, mW | switching, mW |
|---|---|---|
| clock network | 0.114 | 0.0912 |
| registers | 0.262 | 0.00287 |
| logic | 0.00665 | 0.00676 |
-- synthesized netlist by cell type --
master,instances
sky130_fd_sc_hd__nor3_1,2
sky130_fd_sc_hd__o21ai_0,6
sky130_fd_sc_hd__or4_4,1
sky130_fd_sc_hd__nor3b_1,1
sky130_fd_sc_hd__nor2_1,14
sky130_fd_sc_hd__and4_1,2
sky130_fd_sc_hd__inv_1,5
sky130_fd_sc_hd__nand2_1,11
sky130_fd_sc_hd__mux2_2,3
sky130_fd_sc_hd__nand3_1,8
sky130_fd_sc_hd__or4_1,12
sky130_fd_sc_hd__or3b_1,1
sky130_fd_sc_hd__a21oi_1,17
sky130_fd_sc_hd__xnor2_1,5
sky130_fd_sc_hd__nand3_2,1
sky130_fd_sc_hd__clkbuf_1,4
sky130_fd_sc_hd__or4b_1,1
sky130_fd_sc_hd__dfxtp_1,32
sky130_fd_sc_hd__and4_4,1
sky130_fd_sc_hd__xor2_1,4
sky130_fd_sc_hd__o31ai_1,11
sky130_fd_sc_hd__buf_6,2
sky130_fd_sc_hd__ha_1,1
sky130_fd_sc_hd__nor2b_1,5
sky130_fd_sc_hd__nand4_1,5
sky130_fd_sc_hd__mux2_1,1
sky130_fd_sc_hd__nor4_1,3
sky130_fd_sc_hd__or3_1,6
sky130_fd_sc_hd__buf_2,3
-- worst reg2reg max path, stage by stage, from the launching register on --
cell and delay (ns):
sky130_fd_sc_hd__dfxtp_1 0.45, sky130_fd_sc_hd__nand3_2 0.14, sky130_fd_sc_hd__or4_1 0.78, sky130_fd_sc_hd__nor4_1 0.42, sky130_fd_sc_hd__mux2_2 0.37
-- metrics by stage --
step / power (mW) / area [um2] / utilization (%) / hold WS [ns] / instances
after CTS: 0.491 / 1930 / 41.0 / 0.487 / 268
final: 0.484 / 1930 / 41.0 / 0.487 / 268
after floorplan: 0.277 / 1480 / - / 0.430 / 168
after detailed placement: 0.284 / 1840 / 39.0 / 0.475 / 260
after global routing: 0.504 / 1930 / 41.0 / 0.510 / 268
after global placement: 0.285 / 1840 / 39.0 / 0.468 / 260
-- final cells by class --
type	count	area share, %
timing repair buffer	34	17.5
clock buffer	8	4.66
tap	67	4.33
sequential	32	33.1
multi-input combinational	122	39.5
inverter	5	0.970
-- path summary, 6_finish.rpt --
kind	from	end	slack, ns	cells past startpoint
min	PCin[0]$_SDFF_PP0_	PCin[0]$_SDFF_PP0_	0.49	1
min reg2reg	PCin[0]$_SDFF_PP0_	PCin[0]$_SDFF_PP0_	0.49	1
max	PCin[2]$_SDFF_PP0_	PCin[31]$_SDFF_PP0_	2.63	4
max reg2reg	PCin[2]$_SDFF_PP0_	PCin[31]$_SDFF_PP0_	2.63	4
-- kinds of logic (layout without fill, tap and decap cells) --
logic type / after synthesis / in the layout / synth area share [%]
AOI/OAI and AO/OA: 34 / 34 / 13.4
xor gates and xnor gates: 9 / 9 / 5.34
adders and majority gates: 1 / 1 / 0.848
buffers and inverters: 14 / 47 / 4.83
DFF: 32 / 32 / 43.4
muxes: 4 / 4 / 3.05
and+or+nand+nor: 74 / 74 / 29.1
-- metal layers --
layer | share of wire [%] | wire [um] | vias up | GRT usage [%]
met5 | 0 | 0 | - | 0
met4 | 2.0 | 63 | 0 | 2.40
met3 | 4.6 | 146 | 7 | 3.24
met2 | 40 | 1290 | 28 | 17.4
met1 | 53 | 1700 | 609 | 20.6
li1 | - | - | 680 | -
Power figures rest on the tool's default switching activity, not on a simulated workload.
