### run.sh
#!/bin/bash
# OpenROAD 26Q1-2900-gdf79404cd8, Yosys 0.63+post, stock flow scripts
make -C /OpenROAD-flow-scripts/flow DESIGN_CONFIG=/design/flow/config.mk WORK_HOME=/design/flow/orfs finish
### config.mk
export PLATFORM = sky130hd
export DESIGN_NAME = ALU
export DESIGN_NICKNAME = ALU
export VERILOG_FILES = /design/flow/design.v
export SDC_FILE = /design/flow/constraint.sdc
export NUM_CORES = 4
export LEC_CHECK = 1
export CORE_UTILIZATION = 40
### constraint.sdc
current_design ALU

set clk_period 26.8
set clk_io_pct 0.2

create_clock -name clk0 -period $clk_period

set non_clock_inputs [all_inputs -no_clocks]
set_input_delay [expr $clk_period * $clk_io_pct] -clock clk0 $non_clock_inputs
set_output_delay [expr $clk_period * $clk_io_pct] -clock clk0 [all_outputs]
### design.v
module ALU (ALUSel, RFRD1, ALUIn2, ALUOut, Zero,shamt);
	input [3:0] ALUSel;
	input [31:0] RFRD1,ALUIn2;
	input [4:0] shamt;
	output reg [31:0] ALUOut;
	output Zero;
	assign Zero = (ALUOut == 0);
	always @(*)
	 begin
		case (ALUSel)
			4'b0000: ALUOut = RFRD1 + ALUIn2;
			4'b0001: ALUOut = RFRD1 - ALUIn2;
			4'b0010: ALUOut = RFRD1 << shamt;
			4'b0011: ALUOut = RFRD1 << ALUIn2;
			4'b0100: ALUOut = RFRD1 >>>ALUIn2;
			default: ALUOut <= 0;
		endcase
	end
endmodule
==> impl_metrics.json <==
{
  "clkbuf_count": 0,
  "syn-cell-area_mm2": 0.006915,
  "cp_data_arrival_time_ns": 12.09,
  "post-route-min-period_ns": 17.45,
  "dp.final_hpwl_mm": 26.50,
  "fp.coreArea_mm2": 0.01676,
  "area.growth.synth_to_final_pct": 17.97,
  "place_area_mm2": 0.008158,
  "rsz0062_at_grt": "false",
  "postCtsSetupBuffers": 0,
  "hold_violations": 0,
  "worstMarginPinSlew_ns": 0.7838,
  "grt_pass1_vias": 8011,
  "setup_violations": 0,
  "antenna_left": 0,
  "synth_seq_share_pct": 0,
  "layout_top_cell": "nand2_1",
  "rows": 47,
  "end_kind": "output pin",
  "cp_max_fo": 19,
  "die_h_um": 133.5,
  "wl_per_cell_um": 26.94,
  "cts_resized": 0,
  "maxSlewViolCount": 0,
  "netlist_instances": 981,
  "p_leak_nw": 3.215,
  "ys_area_mm2": 0.006915,
  "largest_area_cell": "mux2i_1",
  "cap_violations": 0,
  "holdBufCountCts": 0,
  "antenna_found_initial": 0,
  "yosysCellCount": 981,
  "fp-utilization_pct": 41.26,
  "status": "finished, final reports clean",
  "wl_mm": 34.08,
  "top_area_share_pct": 11.15,
  "avgSynthCellArea_um2": 7.049,
  "required_ns": 21.44,
  "setup_tns_ns": 0,
  "ioPinCount": 106,
  "final_cell_mix": "120 x nand2_1, 104 x clkdlybuf4s50_1, 81 x nor2_1, 75 x mux2i_1, 66 x a21oi_1",
  "crit_type": "in -> out",
  "num_antenna_cells": 0,
  "die_w_um": 133.5,
  "die_area_mm2": 0.01782,
  "crit_start": "ALUIn2[4]",
  "hold_class": "in -> out",
  "fmax_mhz": 57.32,
  "grt.total_usage_pct": 39.32,
  "grt_max_degree": 53,
  "warnings": 32,
  "drive_gt1_share_pct": 11.10,
  "peakVddDrop_mv": 0.01298,
  "synth_warnings": 1,
  "port_buffers": 106,
  "flops": 0,
  "area_leaders": "mux2i_1 11%, mux4_2 11%, nand2_1 6.5%",
  "drtIter0Drc": 802,
  "fin_area_mm2": 0.008158,
  "slew_headroom_pct": 47.35,
  "finalCritPeriodShare_pct": 65.10,
  "overflow": 0,
  "vias": 8565,
  "first_pass_iters": 6,
  "grt_pass1_wl_mm": 50.90,
  "drc": 0,
  "crit_end": "Zero",
  "regArea_um2": 0,
  "viasPerCell": 6.771,
  "fin_util_pct": 48.67,
  "power.density_mw_per_mm2": 22.62,
  "yosysUniqueCellTypes": 78,
  "setup.worst_path.start_class": "input port",
  "gp_congestion": 1.071
}
[kinds of logic (layout without fill, tap and decap cells)]
kind of cell / after synthesis / after routing / synth area share, %
and+or+nand+nor: 377 / 377 / 26.69
AOI/OAI and AO/OA: 294 / 294 / 28.64
muxes: 142 / 142 / 27.27
buffers and inverters: 87 / 151 / 5.247
xor gates and xnor gates: 48 / 48 / 6.079
adders and majority gates: 33 / 33 / 6.079
[area by class of cell]
class              count  area (um^2)
well taps            220        275.3
repair buffers       132         1246
fillers             1740         8602
multi-input cells    894         6565
inverters             19        71.32
[power breakdown]
group	internal, mW	switching [mW]	total (mW)
Sequential	0	0	0
Combinational	0.0764	0.108	0.185
Clock	0	0	0
[stage by stage]
| step | hold slack [ns] | worst slack (ns) | cells | power, mW |
|---|---|---|---|---|
| 3_3_place_gp | 12.13 | 9.702 | 1265 | 0.1809 |
| 2_1_floorplan | 10.92 | 11.26 | 981 | 0.1140 |
| 3_5_place_dp | 12.12 | 9.549 | 1265 | 0.1788 |
| 6_report | 12.13 | 9.353 | 1265 | 0.1846 |
| 5_1_grt | 12.19 | 8.860 | 1265 | 0.1980 |
| 4_1_cts | 12.13 | 9.503 | 1265 | 0.1798 |
[synth_stat cells (all sizes together), types with 7 or more instances]
master	count
nor2b	11
nand3	27
xnor2	24
mux2i	77
nand2b	13
o21ai	48
a211oi	13
o2111ai	7
nor3	34
o21a	10
xor2	24
o22ai	23
ha	32
clkbuf	40
nand4	7
mux4	33
o31ai	8
and3	8
nor2	81
and2	14
a21o	15
nand2	120
a31oi	15
a22oi	13
or3	10
o211ai	18
inv	18
nor4	19
a221oi	7
mux2	32
buf	28
a21oi	68
[worst min path at each step]
stage           endpoint  cells after the start      from  slack, ns
CTS           ALUOut[28]                      6  shamt[4]      12.13
finish        ALUOut[28]                      6  shamt[4]      12.13
global route  ALUOut[28]                      6  shamt[4]      12.19
[worst max-delay path, cell delays in order]
cell,delay (ns)
clkdlybuf4s50_1,0.81
inv_1,0.56
nand2_1,0.37
nor3_1,0.25
buf_4,0.18
nand2_1,0.10
o41ai_1,0.39
xor2_1,0.19
ha_1,0.31
a21o_1,0.20
a211oi_1,0.33
nor3_1,0.11
or4b_2,0.70
o21ai_1,0.33
a21boi_0,0.23
nor4_1,0.21
o311ai_0,0.24
or4bb_1,0.56
nor4_2,0.15
clkdlybuf4s50_1,0.51
[routing by layer]
layer	vias up	part of all wire, %	global-route usage [%]
li1	3937	-	-
met3	96	12	11.27
met2	538	40	54.25
met1	3994	42	56.53
met4	0	5.8	18.37
met5	-	0	1.667
Power and IR drop assume default switching activity.
