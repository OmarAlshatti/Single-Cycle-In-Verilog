==> flow/design.v <==
`timescale 1ns / 1ps
module DM(CLK,DMWE,DMA,DMRD,DMWD);
input CLK;
input [1:0] DMWE;
input [8:0] DMA;
input [31:0] DMWD;
output reg [31:0] DMRD;
reg[31:0] DM[0:511];
initial begin
    DM[0] = 17;
    DM[1] = 31;
    DM[2] = -5;
    DM[3] = -2;
    DM[4] = 250;
end
always @(posedge CLK)
begin
if(DMWE) DM[DMA] <= DMWD;
end
always  @(*)
begin
DMRD <= DM[DMA];
end
endmodule
==> flow/run.sh <==
#!/bin/bash
# OpenROAD 26Q1-2900-gdf79404cd8, Yosys 0.63+post, stock flow scripts
make -C /OpenROAD-flow-scripts/flow DESIGN_CONFIG=/design/flow/config.mk WORK_HOME=/design/flow/orfs finish
==> flow/config.mk <==
export PLATFORM = sky130hd
export DESIGN_NAME = DM
export DESIGN_NICKNAME = DM
export VERILOG_FILES = /design/flow/design.v
export SDC_FILE = /design/flow/constraint.sdc
export NUM_CORES = 4
export LEC_CHECK = 1
export CORE_UTILIZATION = 50
export SYNTH_MEMORY_MAX_BITS = 65536
==> flow/constraint.sdc <==
current_design DM

set clk_period 118.4
set clk_io_pct 0.2

create_clock -name clk0 -period $clk_period [get_ports {CLK}]

set non_clock_inputs [all_inputs -no_clocks]
set_input_delay [expr $clk_period * $clk_io_pct] -clock clk0 $non_clock_inputs
set_output_delay [expr $clk_period * $clk_io_pct] -clock clk0 [all_outputs]
==> run_results.csv <==
group,metric,value,unit
power,finalPower,12.2,mW
clocking,post_cts_resized,0,
route,vias,315851,
yosys,ys_types,69,
sta,finalMaxSlewViolations,58,
floorplanning,chip_area,1250000,um^2
worst_hold_path,min_delay_worst_endpoint,"DM[70][15]$_DFFE_PP_",
cells_and_area,fin_cells,49097,
sta,setup_viol,0,
route,ant_nets,0,
global_route,gr-total-overflow,0,
place,place_hpwl,1280,mm
sta,period_used_share,49.5,%
clocking,cts_root_buf,"clkbuf_16",
worst_setup_path,arrival,34920,ps
cells_and_area,fin_util,57.4,%
cells_and_area,syn2layout_area_growth,14.5,%
sta,fin_crit,58600,ps
worst_setup_path,worstSetupPathType,"in -> out",
place,dp.cells,45295,
yosys,ys_area,624000,um^2
floorplanning,ioPinCount,76,
sta,setup_ws,59800,ps
worst_hold_path,hold_path.class,"in -> reg",
flow_run,cap_violations,10,
floorplanning,die_x,1.12,mm
route,first_pass_iters,6,
cells_and_area,largest_reg_flops,16384,
cells_and_area,design_area,714000,um^2
yosys,edf_count,16384,
global_route,grt_pass1_vias,338077,
worst_setup_path,crit_path_end_kind,"output pin",
worst_setup_path,crit_path_max_fanout,66,
run_status,violations,"capacitance limit, slew limit",
clocking,cts.sink_count,16384,
place,place_area,659000,um^2
yosys,synthArstFlopShare,0,%
sta,rsz0062_at_grt,"false",
floorplanning,core_area,1250000,um^2
place,place.gp.congestion,1.00,
sta,holdWs,22700,ps
yosys,yosys_most_used_dff,"edfxtp_1",
global_route,grt_util_all_layers,37.4,%
floorplanning,initial_utilization,50.1,%
cells_and_area,regMostFlops,"DM",
cells_and_area,final-comb-area,129000,um^2
clocking,clkTransAtPathRegs,60,ps
sta,worstMarginPinSlew,1800,ps
route,vias_per_cell,6.43,
clocking,cts_tree,"done",
sta,fin_tns_setup,0,ps
flow_run,warnings,43,
worst_hold_path,holdPathStages,1,
sta,max_freq,17.1,MHz
run_status,outcome,"finished with violations",
yosys,synth_flops,16384,
route,met1Wirelength,529,mm
yosys,avgSynthCellArea,22.0,um^2
clocking,cts_buffers,1713,
cells_and_area,seqCellArea,492000,um^2
global_route,grt_max_degree,132,
route,drt-initial-drc-count,23989,
yosys,synth.yosys.warnings,1,
power,power_density,17.0,nW/um^2
global_route,grt_pass1_wl,2790,mm
power,peakVddDrop,0.0000147,V
place,numPortBuffers,75,
sta,slew_headroom,-20.3,%
route,dr_wl_met2,894,mm
cells_and_area,drive_gt1_share,26.4,%
sta,finalHoldViolCount,0,
yosys,seq_area_frac_synth,78.9,%
route,drc_errors,0,
worst_setup_path,cp.required,94720,ps
place,place_ws,59920,ps
yosys,ys_cells,28397,
cells_and_area,fillers,87566,
clocking,clockBufferDepth,6,
floorplanning,die-height,1.12,mm
route,routed.top_layer,"met5",
yosys,synthesis.area,624000,um^2
route,drt-total-wl,2060,mm
clocking,cts_setup_buffers,0,
worst_hold_path,hold_start,"DMWD[15]",
cells_and_area,largestRegisters,"DM x16384",
clocking,htree_levels,7,
clocking,cts_hold_buf,0,
worst_setup_path,start_kind,"primary input",
route,wl_per_cell,41.9,um
global_route,antenna_found_initial,264,
route,routed-wl-met3,478,mm
yosys,postSynthCellCount,28397,
floorplanning,fp-row-count,410,
power,p_leak,226,nW
-- cells by family after synthesis --
group	Yosys count	share of synthesized area, %
buffers and inverters	1694	1.36
AOI/OAI and AO/OA	2928	3.33
DFF	16384	78.9
and+or+nand+nor	1973	1.55
muxes	5418	14.9
-- synthesized netlist by cell type, types with 7 or more instances --
master | n | area, um^2
edfxtp_1 | 16384 | 492000
mux4_2 | 3088 | 69500
mux2i_1 | 2259 | 22600
a22oi_1 | 928 | 6970
buf_2 | 728 | 3640
nor2_1 | 595 | 2230
clkbuf_1 | 567 | 2130
o22ai_1 | 553 | 3460
nand2_1 | 382 | 1430
nand3_1 | 297 | 1490
a21oi_1 | 268 | 1340
nand4_1 | 222 | 1390
a221oi_1 | 206 | 1800
o21ai_0 | 199 | 996
a31oi_1 | 198 | 1240
buf_4 | 198 | 1490
a22o_1 | 153 | 1340
buf_1 | 133 | 499
nor3_1 | 119 | 596
nor4_1 | 117 | 732
mux2_2 | 71 | 800
a32oi_1 | 70 | 613
buf_6 | 63 | 709
or4_1 | 59 | 443
o22a_1 | 57 | 499
and3_1 | 55 | 344
a21o_1 | 54 | 405
o221ai_1 | 49 | 429
o211ai_1 | 48 | 360
a211oi_1 | 31 | 233
a2111oi_0 | 25 | 219
nand4b_1 | 21 | 184
a221o_1 | 17 | 170
and4_1 | 17 | 149
o211a_1 | 16 | 160
nor2b_1 | 15 | 93.8
a32o_1 | 14 | 140
o2111ai_1 | 13 | 114
nor4bb_1 | 12 | 120
and2_1 | 8 | 50.1
nand2b_1 | 7 | 43.8
-- worst max-delay path, cell delays in order --
cell             delay (ps)
buf_16                  290
buf_4                   660
buf_4                   670
buf_4                   600
buf_4                   590
buf_4                   520
buf_4                   570
buf_4                   620
buf_4                   630
buf_4                   680
buf_4                   710
buf_4                   640
mux2i_1                 260
a22oi_1                 130
a22oi_1                 240
o211ai_1                120
buf_4                   210
a211o_1                 490
nor3_2                  450
buf_4                   230
nand3_1                 820
clkdlybuf4s50_1         690
-- cell type report --
class                           count  area share [%]
Antenna cell                      750           0.263
Clock buffer                     2059            6.25
Clock inverter                    985            1.21
Inverter                            5         0.00491
Multi-Input combinational cell  10319            18.1
Sequential cell                 16384            68.9
Tap cell                        16480            2.89
Timing Repair Buffer             2115            2.38
-- worst max path at each step --
stage     startpoint  endpoint  slack [ps]  depth (start not counted)
6_report      DMA[1]  DMRD[10]       59800                         22
4_1_cts       DMA[1]  DMRD[14]       59910                         21
5_1_grt       DMA[1]  DMRD[10]       59340                         22
-- cell usage in the layout, fill, tap and decap left out, drive strengths merged, types with 55 or more instances in the layout --
cell / netlist / final
a21oi: 268 / 268
or4: 59 / 59
bufinv: 0 / 154
o22a: 57 / 57
mux2: 71 / 71
edfxtp: 16384 / 16384
mux2i: 2259 / 2259
clkbuf: 567 / 2059
clkinv: 0 / 760
a32oi: 70 / 70
a31oi: 198 / 198
nor4: 117 / 117
nand4: 222 / 222
buf: 1122 / 2081
mux4: 3088 / 3088
diode: 0 / 750
nand3: 297 / 297
o22ai: 553 / 553
a22o: 153 / 153
a221oi: 206 / 206
nand2: 382 / 382
a22oi: 928 / 928
nor2: 595 / 595
and3: 55 / 55
nor3: 121 / 121
o21ai: 199 / 199
-- power breakdown --
part           internal [mW]  total, mW  leakage [nW]  switching, mW
logic                  0.177      0.578          52.4          0.401
registers               6.39       6.39           147        0.00207
clock network           3.00       5.18          26.1           2.18
total                   9.57       12.2           226           2.59
-- per-layer routing --
| layer | vias up | global-route usage, % |
|---|---|---|
| li1 | 126383 | - |
| met1 | 158310 | 39.1 |
| met2 | 26337 | 48.0 |
| met3 | 4456 | 36.7 |
| met4 | 365 | 18.4 |
| met5 | - | 13.3 |
Power is estimated from default activity; no workload was simulated.
